$ cat flow/constraint.sdc
current_design serial_matrix_multiplication

set clk_period 7.2
set clk_io_pct 0.2

create_clock -name clk0 -period $clk_period [get_ports {clk}]

set non_clock_inputs [all_inputs -no_clocks]
set_input_delay [expr $clk_period * $clk_io_pct] -clock clk0 $non_clock_inputs
set_output_delay [expr $clk_period * $clk_io_pct] -clock clk0 [all_outputs]
$ cat flow/design.v
module serial_matrix_multiplication (
    input clk,
    input rst,
    input [7:0] a0, a1, a2, a3, a4, a5, a6, a7, a8,   
    input [7:0] b0, b1, b2, b3, b4, b5, b6, b7, b8,   
    output reg [15:0] c0, c1, c2, c3, c4, c5, c6, c7, c8,  
    output reg done,          
    output reg [15:0] cycle_count   
);
    reg [3:0] state;  
    reg [15:0] count;  
    reg [15:0] sum;   
    reg [15:0] mul_result;  
    parameter IDLE = 4'd0,
              MULTIPLY = 4'd1,
              DONE = 4'd2;
    always @(posedge clk or posedge rst) begin
        if (rst) begin
            state <= IDLE;
            count <= 0;
            done <= 0;
            cycle_count <= 0;
            c0 <= 0; c1 <= 0; c2 <= 0;
            c3 <= 0; c4 <= 0; c5 <= 0;
            c6 <= 0; c7 <= 0; c8 <= 0;
            sum <= 0;
            mul_result <= 0;
        end else begin
            case(state)
                IDLE: begin
                    done <= 0;  
                    cycle_count <= 0;  
                    state <= MULTIPLY;  
                end
                MULTIPLY: begin
                    case(count)
                        0: begin
                            mul_result <= a0 * b0;    
                            cycle_count <= cycle_count + 1;  
                        end
                        1: begin
                            mul_result <= mul_result + (a1 * b3);    
                            cycle_count <= cycle_count + 1;  
                        end
                        2: begin
                            mul_result <= mul_result + (a2 * b6);    
                            cycle_count <= cycle_count + 1;  
                        end
                        3: begin
                            c0 <= mul_result;         
                            mul_result <= 0;          
                        end
                        4: begin
                            mul_result <= a0 * b1;    
                            cycle_count <= cycle_count + 1;  
                        end
                        5: begin
                            mul_result <= mul_result + (a1 * b4);    
                            cycle_count <= cycle_count + 1;  
                        end
                        6: begin
                            mul_result <= mul_result + (a2 * b7);    
                            cycle_count <= cycle_count + 1;  
                        end
                        7: begin
                            c1 <= mul_result;         
                            mul_result <= 0;          
                        end
                        8: begin
                            mul_result <= a0 * b2;    
                            cycle_count <= cycle_count + 1;  
                        end
                        9: begin
                            mul_result <= mul_result + (a1 * b5);    
                            cycle_count <= cycle_count + 1;  
                        end
                        10: begin
                            mul_result <= mul_result + (a2 * b8);    
                            cycle_count <= cycle_count + 1;  
                        end
                        11: begin
                            c2 <= mul_result;         
                            mul_result <= 0;          
                        end
                        12: begin
                            mul_result <= a3 * b0;    
                            cycle_count <= cycle_count + 1;  
                        end
                        13: begin
                            mul_result <= mul_result + (a4 * b3);    
                            cycle_count <= cycle_count + 1;  
                        end
                        14: begin
                            mul_result <= mul_result + (a5 * b6);    
                            cycle_count <= cycle_count + 1;  
                        end
                        15: begin
                            c3 <= mul_result;         
                            mul_result <= 0;          
                        end
                        16: begin
                            mul_result <= a3 * b1;    
                            cycle_count <= cycle_count + 1;  
                        end
                        17: begin
                            mul_result <= mul_result + (a4 * b4);    
                            cycle_count <= cycle_count + 1;  
                        end
                        18: begin
                            mul_result <= mul_result + (a5 * b7);    
                            cycle_count <= cycle_count + 1;  
                        end
                        19: begin
                            c4 <= mul_result;         
                            mul_result <= 0;          
                        end
                        20: begin
                            mul_result <= a3 * b2;    
                            cycle_count <= cycle_count + 1;  
                        end
                        21: begin
                            mul_result <= mul_result + (a4 * b5);    
                            cycle_count <= cycle_count + 1;  
                        end
                        22: begin
                            mul_result <= mul_result + (a5 * b8);    
                            cycle_count <= cycle_count + 1;  
                        end
                        23: begin
                            c5 <= mul_result;         
                            mul_result <= 0;          
                        end
                        24: begin
                            mul_result <= a6 * b0;    
                            cycle_count <= cycle_count + 1;  
                        end
                        25: begin
                            mul_result <= mul_result + (a7 * b3);    
                            cycle_count <= cycle_count + 1;  
                        end
                        26: begin
                            mul_result <= mul_result + (a8 * b6);    
                            cycle_count <= cycle_count + 1;  
                        end
                        27: begin
                            c6 <= mul_result;         
                            mul_result <= 0;          
                        end
                        28: begin
                            mul_result <= a6 * b1;    
                            cycle_count <= cycle_count + 1;  
                        end
                        29: begin
                            mul_result <= mul_result + (a7 * b4);    
                            cycle_count <= cycle_count + 1;  
                        end
                        30: begin
                            mul_result <= mul_result + (a8 * b7);    
                            cycle_count <= cycle_count + 1;  
                        end
                        31: begin
                            c7 <= mul_result;         
                            mul_result <= 0;          
                        end
                        32: begin
                            mul_result <= a6 * b2;    
                            cycle_count <= cycle_count + 1;  
                        end
                        33: begin
                            mul_result <= mul_result + (a7 * b5);    
                            cycle_count <= cycle_count + 1;  
                        end
                        34: begin
                            mul_result <= mul_result + (a8 * b8);    
                            cycle_count <= cycle_count + 1;  
                        end
                        35: begin
                            c8 <= mul_result;         
                            done <= 1;         
                        end
                    endcase
                    count <= count + 1;
                    if (count == 35)
                        state <= DONE;
                end
                DONE: begin
                    done <= 1;
                end
                default: state <= IDLE;
            endcase
        end
    end
endmodule
$ cat flow/run.sh
#!/bin/bash
# OpenROAD 26Q1-2900-gdf79404cd8, Yosys 0.63+post, stock flow scripts
make -C /OpenROAD-flow-scripts/flow DESIGN_CONFIG=/design/flow/config.mk WORK_HOME=/design/flow/orfs finish
$ cat flow/config.mk
export PLATFORM = sky130hd
export DESIGN_NAME = serial_matrix_multiplication
export DESIGN_NICKNAME = serial_matrix_multiplication
export VERILOG_FILES = /design/flow/design.v
export SDC_FILE = /design/flow/constraint.sdc
export NUM_CORES = 4
export LEC_CHECK = 1
export CORE_UTILIZATION = 30
==> qor.yml <==
synthesis.instances: 8653
top_area_cell: "fa_1"
vias: 61800
synth_adder_area_share_pct: 49.5
timing.max_slew.rel_slack_pct: 31.0
post_synth_num_cell_types: 89
tritoncts_clock_tree: "built"
drc_marker_count_from_the_first_detailed_route_iteration: 3390
fp.coreArea_um2: 244000
nFillCells: 24400
hold_path.class: "reg -> reg"
synth_largest_type_area_fraction_pct: 33.2
final_period_minus_worst_setup_slack_ns: 7.05
detail_route.wirelength_um: 293000
finalCritPeriodShare_pct: 98.0
cts_setup_buffers: 0
utilization_pct: 36.9
die-height_um: 498
simple_gate_area_share_pct: 17.6
grt_antenna_before_repair: 17
clockRootBuffer: "clkbuf_16"
fin_setup_tns_ns: 0
buffer_ports.inserted: 306
number_of_cells_in_yosys_stat: 8653
firstDrtPassIters: 9
worstPathMaxFanout: 3
cts.path.max_buffers: 2
ff_latch_area_um2: 4910
grtUsageTotal_pct: 25.1
warning_count: 32
synth.cellmix.compoundShare_pct: 8.05
maximum_number_of_pins_on_one_net_before_global_route_repair: 110
die.size.x_um: 498
globalplace.congestion: 1.11
edff_count_synth: 0
cts-hold-fix-buffers: 0
starting_density_of_the_core_pct: 30.2
yosysWarningCount: 1
drc: 0
total_count_of_hold_check_failures_in_the_final_report: 0
max_cap_violations: 0
yosys_register_bits: 196
arrival_worst_endpoint_ns: 7.40
setup.worst_path.end_class: "flip-flop"
syn-mean-instance-area_um2: 8.52
mux_area_share_pct: 1.88
ys_chip_area_um2: 73700
synth_xor_xnor_area_share_pct: 3.81
synth.logic.top_family: "adder cells"
drive_above_1_share_pct: 13.3
syn_to_final_growth_pct: 22.0
worst_setup_hold_path_clk_slew_ns: 0.10
finalMaxSlewViolations: 0
result_of_the_run: "finished clean"
cts_buffers: 17
ctsHtreeMaxLevel: 4
syn_area_um2: 73700
flop_cell: "dfrtp_1"
first_global_vias: 64700
timing.final.setup_violations: 0
crit_required_ns: 7.55
rows: 181
clock_sink_count: 196
post_detailed_placement_half_perimeter_wirelength_um: 249000
detail_route.wl_per_cell_um: 22.7
yosysSeqAreaShare_pct: 6.66
global_route_wire_length_before_repair_um: 436000
postRouteAntennaNets: 0
top_cells_by_area: "fa_1, ha_1, inv_1, and2_1, dfrtp_1"
layout.area.comb_um2: 59800
synth_async_sr_flop_share_pct: 100
pin_count: 307
critPathLaunchType: "input pin"
clk-insertion-delay-late_ns: 0.50
avgViaCountPerCell: 4.79
regToRegSetupSlack_ns: 0.51
worst-setup-path-type: "in -> reg"
die_area_um2: 248000
clock.fmax_mhz: 142
grt_overflow_total: 0
finClkSkew_ns: 0.0377
tightest_slew_ns: 1.03
-- cells by family (layout without fill, tap and decap cells) --
kind of cell / after synthesis / in the layout
compound gates: 890 / 890
mux: 125 / 125
simple gates: 2506 / 2506
buf+inv: 2431 / 3484
flops: 196 / 196
xor+xnor: 321 / 321
fa+ha+maj: 2183 / 2183
other cells: 1 / 9
-- layer usage --
| layer | GRT usage, % | vias up | wire [um] | part of all wire (%) |
|---|---|---|---|---|
| li1 | - | 28600 | - | - |
| met1 | 33.2 | 30700 | 119000 | 41 |
| met2 | 37.1 | 2072 | 128000 | 44 |
| met3 | 9.50 | 449 | 29700 | 10 |
| met4 | 10.7 | 12 | 16200 | 5.5 |
| met5 | 0 | - | 72 | 0.025 |
-- cell usage after synthesis (17+ instances only) --
cell type / number
inv_1: 2078
fa_1: 1224
and2_1: 1048
ha_1: 959
nand2_1: 871
clkbuf_1: 333
xnor2_1: 200
nor2_1: 199
dfrtp_1: 195
o21ai_0: 184
a21oi_1: 174
xor2_1: 121
mux2_2: 107
a21o_1: 80
nand3_1: 68
nor3_1: 60
o22ai_1: 56
nand2b_1: 53
a221oi_1: 52
a211oi_1: 50
nor2b_1: 48
o21a_1: 40
and3_1: 37
a22oi_1: 35
a31oi_1: 33
o21bai_1: 30
nand4_1: 29
nor4_1: 19
a22o_1: 18
mux2i_1: 18
or3_1: 17
-- critical path, cell delays in order --
cell and delay [ns]:
clkdlybuf4s50_1 0.58, nand2_1 0.11, fa_1 0.53, inv_1 0.06, fa_1 0.50, inv_1 0.05
fa_1 0.48, fa_1 0.51, inv_1 0.05, ha_1 0.29, buf_4 0.15, o21ai_0 0.07
nor2_1 0.08, buf_4 0.19, o21a_1 0.17, nor2_1 0.11, xor2_1 0.25, buf_4 0.20
o22ai_1 0.11, nor4_1 0.39, buf_4 0.21, nand4_1 0.10, buf_4 0.18, a2111oi_1 0.32
buf_4 0.21, a21oi_1 0.04
-- final cells by class --
cell class,count,area share (%)
Tap cell,3202,4.46
Inverter,2078,8.69
Timing Repair Buffer,1374,14.1
Multi-Input combinational cell,6026,66.6
Clock inverter,15,0.234
Antenna cell,8,0.0223
Clock buffer,17,0.473
Sequential cell,196,5.46
-- placed cells by master, fill, tap and decap left out, types with 37 or more instances in the layout --
cell             instances
a21oi_1                171
and2_1                1048
mux2_2                 107
dfrtp_1                190
o21a_1                  40
nand3_1                 68
inv_1                 2067
o21ai_0                182
buf_4                  940
buf_12                 127
nor2b_1                 47
xor2_1                 120
a211oi_1                48
ha_1                   959
nor3_1                  60
xnor2_1                196
clkdlybuf4s50_1        304
nor2_1                 194
and3_1                  37
a221oi_1                49
nand2_1                871
fa_1                  1224
o22ai_1                 55
a21o_1                  80
nand2b_1                53
-- path summary, 6_finish.rpt --
check	start	endpoint	depth (start not counted)
max	b4[0]	mul_result[8]$_DFFE_PP0P_	26
min	c4[6]$_DFFE_PP0P_	c4[6]$_DFFE_PP0P_	2
max reg2reg	mul_result[2]$_DFFE_PP0P_	mul_result[11]$_DFFE_PP0P_	24
min reg2reg	c4[6]$_DFFE_PP0P_	c4[6]$_DFFE_PP0P_	2
max in group asynchronous	rst	cycle_count[10]$_DFFE_PP0P_	3
min in group asynchronous	rst	c5[15]$_DFFE_PP0P_	2
-- sequential cells by signal (all words and copies together) (netlist names), 16 cells and up --
name,count
c5,16
c3,16
c2,16
count,16
mul_result,16
c4,16
c8,16
c6,16
cycle_count,16
c7,16
c1,16
c0,16
-- through the flow --
stage	hold WS, ns	area, um^2	worst slack (ns)	cells
2_1_floorplan	0.426	73700	0.421	8653
3_3_place_gp	0.460	89100	-0.619	12900
3_5_place_dp	0.464	89100	-0.556	12900
4_1_cts	0.488	89700	0.00510	12900
5_1_grt	0.491	89900	-0.0178	12900
6_report	0.486	89900	0.146	12900
-- what timing repair did --
item / CTS / global route
pin swaps: 1 / 6
gates resized: 2 / 34
setup endpoints to repair: 3 / 5
