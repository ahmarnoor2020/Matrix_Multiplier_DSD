===== design/flow/run.sh =====
#!/bin/bash
# OpenROAD 26Q1-2900-gdf79404cd8, Yosys 0.63+post, stock flow scripts
make -C /OpenROAD-flow-scripts/flow DESIGN_CONFIG=/design/flow/config.mk WORK_HOME=/design/flow/orfs finish

===== design/flow/config.mk =====
export PLATFORM = sky130hd
export DESIGN_NAME = Mult_uart_3x3
export DESIGN_NICKNAME = Mult_uart_3x3
export VERILOG_FILES = /design/flow/design.v
export SDC_FILE = /design/flow/constraint.sdc
export NUM_CORES = 4
export LEC_CHECK = 1
export CORE_UTILIZATION = 40

===== design/flow/constraint.sdc =====
current_design Mult_uart_3x3

set clk_period 8.1
set clk_io_pct 0.2

create_clock -name clk0 -period $clk_period [get_ports {clk}]

set non_clock_inputs [all_inputs -no_clocks]
set_input_delay [expr $clk_period * $clk_io_pct] -clock clk0 $non_clock_inputs
set_output_delay [expr $clk_period * $clk_io_pct] -clock clk0 [all_outputs]

===== design/flow/design.v =====
`timescale 1ns / 1ps
module Uart8Transmitter (
    input  wire       clk,    
    input  wire       en,
    input  wire       start,  
    input  wire [7:0] in,     
    output reg        out,    
    output reg        done,   
    output reg        busy    
);
    reg [2:0] state  = 3'b001;
    reg [7:0] data   = 8'b0;  
    reg [2:0] bitIdx = 3'b0;  
    always @(posedge clk) begin
        case (state)
            default     : state <= 3'b010;
            3'b010       : begin
                out     <= 1'b1;  
                done    <= 1'b0;
                busy    <= 1'b0;
                bitIdx  <= 3'b0;
                data    <= 8'b0;
                if (start) begin
                    data    <= in & 8'b11111111;  
                    state   <= 3'b011;
                    busy    <= 1'b1;
                end
            end
            3'b011  : begin
                out     <= 1'b0;  
                state   <= 3'b100;
            end
            3'b100  : begin  
                out     <= data[bitIdx];
                if (bitIdx == 3'd7) begin
                    bitIdx  <= 3'b0;
                    state   <= 3'b101;
                end else begin
                    bitIdx  <= bitIdx + 1'b1;
                end
            end
            3'b101   : begin  
                out     <= 1'b1;
                done    <= 1'b1;
                busy    <= 1'b0;
                state   <= 3'b010;
            end
        endcase
    end
endmodule
`timescale 1ns / 1ps
module BaudRateGenerator  #(
    parameter CLOCK_RATE = 100000000,  
    parameter BAUD_RATE = 9600
)(
    input wire clk,  
    output reg rxClk,  
    output reg txClk  
);
parameter MAX_RATE_RX = CLOCK_RATE / (2 * BAUD_RATE * 16);  
parameter MAX_RATE_TX = CLOCK_RATE / (2 * BAUD_RATE);
parameter RX_CNT_WIDTH = $clog2(MAX_RATE_RX);
parameter TX_CNT_WIDTH = $clog2(MAX_RATE_TX);
reg [RX_CNT_WIDTH - 1:0] rxCounter = 0;
reg [TX_CNT_WIDTH - 1:0] txCounter = 0;
initial begin
    rxClk = 1'b0;
    txClk = 1'b0;
end
always @(posedge clk) begin
    if (rxCounter == MAX_RATE_RX[RX_CNT_WIDTH-1:0]) begin
        rxCounter <= 0;
        rxClk <= ~rxClk;
    end else begin
        rxCounter <= rxCounter + 1'b1;
    end
    if (txCounter == MAX_RATE_TX[TX_CNT_WIDTH-1:0]) begin
        txCounter <= 0;
        txClk <= ~txClk;
    end else begin
        txCounter <= txCounter + 1'b1;
    end
end
endmodule
`timescale 1ns / 1ps
`timescale 1ns / 1ps
module Mult_uart_3x3#(
    parameter CLOCK_RATE = 100000000,
    parameter BAUD_RATE = 9600
)(
    input wire clk,
    input wire rx,
    input wire rxEn,
    output wire [7:0] out,
    output wire rxDone,
    output wire rxBusy,
    output wire rxErr,
    output wire tx,
    input wire txEn,
    output wire txDone,
    output wire txBusy,
    output reg [7:0] display
);
    wire rxClk, txClk;
    reg [7:0] in = 8'd0;
    reg txStart;
    reg [7:0] matrix_A [0:8];
    reg [7:0] matrix_B [0:8];
    reg [15:0] matrix_R [0:8];
    reg [8:0] index = 0;
    reg [7:0] received_value;
    reg [1:0] state = 2'd0;
    reg [32:0] delay_counter = 0;
    reg [8:0] tx_count = 0;   
    reg prev_rxDone = 0;
    always @(posedge clk) begin
        prev_rxDone <= rxDone;
    end
    wire rxDoneEdge = rxDone & ~prev_rxDone;  
    BaudRateGenerator #(
        .CLOCK_RATE(CLOCK_RATE),
        .BAUD_RATE(BAUD_RATE)
    ) generatorInst (
        .clk(clk),
        .rxClk(rxClk),
        .txClk(txClk)
    );
    Uart8Receiver rxInst (
        .clk(rxClk),
        .en(1'b1),
        .in(rx),
        .out(out),
        .done(rxDone),
        .busy(rxBusy),
        .err(rxErr)
    );
    Uart8Transmitter txInst (
        .clk(txClk),
        .en(txEn),
        .start(txStart),
        .in(in),
        .out(tx),
        .done(txDone),
        .busy(txBusy)
    );
    always @(posedge clk) begin
        case (state)
            2'd0: begin
                txStart <= 1'b0;   
                if (rxDoneEdge) begin
                    received_value <= out;
                    if (index < 9) begin
                        matrix_A[index] <= out;
                        display <= out;
                    end else if (index < 18) begin
                        matrix_B[index - 9] <= out;
                        display<= out;
                    end
                    index <= index + 1;
                    if (index == 17) begin 
                        state <= 2'd1;
                        tx_count <= 0;   
                    end
                end
            end
            2'd1: begin
        matrix_R[0] <= matrix_A[0] * matrix_B[0] + matrix_A[1] * matrix_B[3] + matrix_A[2] * matrix_B[6];
        matrix_R[1] <= matrix_A[0] * matrix_B[1] + matrix_A[1] * matrix_B[4] + matrix_A[2] * matrix_B[7];
        matrix_R[2] <= matrix_A[0] * matrix_B[2] + matrix_A[1] * matrix_B[5] + matrix_A[2] * matrix_B[8];
        matrix_R[3] <= matrix_A[3] * matrix_B[0] + matrix_A[4] * matrix_B[3] + matrix_A[5] * matrix_B[6];
        matrix_R[4] <= matrix_A[3] * matrix_B[1] + matrix_A[4] * matrix_B[4] + matrix_A[5] * matrix_B[7];
        matrix_R[5] <= matrix_A[3] * matrix_B[2] + matrix_A[4] * matrix_B[5] + matrix_A[5] * matrix_B[8];
        matrix_R[6] <= matrix_A[6] * matrix_B[0] + matrix_A[7] * matrix_B[3] + matrix_A[8] * matrix_B[6];
        matrix_R[7] <= matrix_A[6] * matrix_B[1] + matrix_A[7] * matrix_B[4] + matrix_A[8] * matrix_B[7];
        matrix_R[8] <= matrix_A[6] * matrix_B[2] + matrix_A[7] * matrix_B[5] + matrix_A[8] * matrix_B[8];
					 state <= 2'd2;
                delay_counter <= 32'd12500;  
            end
            2'd2: begin
                if (delay_counter > 0) begin
                    delay_counter <= delay_counter - 1;
                    txStart <= 1'b0;
                end else if (tx_count < 9) begin   
                    if (!txBusy) begin
                        in <= matrix_R[tx_count];
                        txStart <= 1'b1;
                        if (txDone) begin
                            tx_count <= tx_count + 1;
                            delay_counter <= 32'd12500;  
                            txStart <= 1'b0;
                        end
                    end
                end else begin
                    state <= 2'd0;
                    index <= 0;
                    tx_count <= 0;
                    txStart <= 1'b0;
                end
            end
        endcase
    end
endmodule
`timescale 1ns / 1ps
module Uart8Receiver (
    input  wire       clk,   
    input  wire       en,
    input  wire       in,    
    output reg  [7:0] out,   
    output reg        done,  
    output reg        busy,  
    output reg        err    
);
    localparam [1:0] RESET = 2'b00;
    localparam [1:0] IDLE = 2'b01;
    localparam [1:0] DATA_BITS = 2'b10;
    localparam [1:0] STOP_BIT = 2'b11;
    reg [1:0] state;
    reg [2:0] bitIdx;
    reg [2:0] inputSw;   
    reg [3:0] clockCount;
    reg [7:0] receivedData;
    wire sampledBit = (inputSw[2] & inputSw[1]) | 
                     (inputSw[1] & inputSw[0]) | 
                     (inputSw[2] & inputSw[0]);
    initial begin
        state <= RESET;
        bitIdx <= 0;
        inputSw <= 3'b111;   
        clockCount <= 0;
        receivedData <= 0;
        out <= 0;
        err <= 0;
        done <= 0;
        busy <= 0;
    end
    always @(posedge clk) begin
        inputSw <= {inputSw[1:0], in};
        if (done) done <= 1'b0;
        if (!en) begin
            state <= RESET;
        end else begin
            case (state)
                RESET: begin
                    state <= IDLE;
                    out <= 8'b0;
                    err <= 1'b0;
                    done <= 1'b0;
                    busy <= 1'b0;
                    bitIdx <= 3'b0;
                    clockCount <= 4'b0;
                    receivedData <= 8'b0;
                end
                IDLE: begin
                    if (!sampledBit) begin   
                        if (clockCount == 4'h7) begin   
                            if (!sampledBit) begin   
                                state <= DATA_BITS;
                                busy <= 1'b1;
                                clockCount <= 4'b0;
                                bitIdx <= 3'b0;
                            end else begin
                                state <= IDLE;
                            end
                        end else begin
                            clockCount <= clockCount + 4'b1;
                        end
                    end else begin
                        clockCount <= 4'b0;
                    end
                end
                DATA_BITS: begin
                    if (clockCount == 4'hF) begin   
                        receivedData[bitIdx] <= sampledBit;
                        clockCount <= 4'b0;
                        if (bitIdx == 3'h7) begin
                            state <= STOP_BIT;
                        end else begin
                            bitIdx <= bitIdx + 3'b1;
                        end
                    end else begin
                        clockCount <= clockCount + 4'b1;
                    end
                end
                STOP_BIT: begin
                    if (clockCount == 4'hF) begin
                        if (sampledBit) begin   
                            state <= IDLE;
                            done <= 1'b1;
                            busy <= 1'b0;
                            out <= receivedData;
                        end else begin
                            state <= IDLE;
                            err <= 1'b1;
                        end
                        clockCount <= 4'b0;
                    end else begin
                        clockCount <= clockCount + 4'b1;
                    end
                end
                default: state <= IDLE;
            endcase
        end
    end
endmodule

==> results.toml <==
# implementation run metrics
[setup_path]
end_kind = "flop"
r2r_start = "matrix_B[0][3]$_DFFE_PP_"
crit_family = "adder cells"
start_kind = "flop"
arrival_ns = 7.13
crit_path_end = "matrix_R[6][7]$_DFFE_PN_"
cp_slowest_stage_delay_ns = 0.94
rr_worst_depth = 15
crit_chain = "nand2_1 -> fa_1 -> fa_1 -> fa_1 -> fa_1 -> fa_1 -> fa_1 -> fa_1 -> inv_1 -> ha_1 -> a21o_1 -> a21oi_1 -> xnor2_1 -> xnor2_1 -> xnor2_1"
cp.depth = 15
r2r_end = "matrix_R[6][7]$_DFFE_PN_"
path_common_cell = "fa_1"
path_buffers = 1
r2r_slack_ns = 1.26
critPathRequiredTime_ns = 8.39
path_max_fanout = 15
cp_slowest_cell = "edfxtp_1"
startpoint = "matrix_B[0][3]$_DFFE_PP_"
path_class = "flop to flop"

[grt]
grt_antenna_before_repair = 2
grt_max_degree = 60
grt_pass1_wl_mm = 172.0
grt_usage_pct = 23.82
gr-total-overflow = 0
grt_pass1_vias = 28140

[final_timing]
finalCriticalPeriod_ns = 6.843
finalClockPeriodUsage_pct = 84.48
rsz0062_at_grt = "no"
fmax_mhz = 146.1
finalHoldViolCount = 0
finalSetupViolations = 0
fin_worst_skew_ns = 0.03690
setup_tns_ns = 0
slew_viol_final = 0
setup_slack_ns = 1.257
worst_pin_slew_ns = 0.9084
untimed_endpoints = 259
unclocked_pins = 48
slew_headroom_pct = 39.44

[route]
vias_per_cell = 4.922
totalWireLength_mm = 111.9
drc = 0
vias = 27050
avgRoutedWirePerCell_um = 20.36
drtIter0Drc = 1299
drt_pass1_iterations = 6
drtAntennaViolNets = 0

[yosys]
synth_seq_share_pct = 25.59
synthTopCellsByCount = "inv_1 (710), nand2_1 (558), and2_1 (496)"
synth_top_cell_by_area = "edfxtp_1"
yosys_warnings = 5
netlist_area_mm2 = 0.04106
ys_chip_area_mm2 = 0.04106
syn_inst = 4112
syn_avg_cell_area_um2 = 9.986
ys_cells = 4112
ff_type = "edfxtp_1"
synthDominantCellAreaShare_pct = 24.28
numSynthFlops = 359
edf_count = 332
synthArstFlopShare_pct = 0
area_leaders = "edfxtp_1 (24%), fa_1 (23%), ha_1 (15%), xnor2_1 (8.2%), and2_1 (7.6%)"
top_cell = "inv_1"
yosysUniqueCellTypes = 64

[floorplanning]
coreArea_mm2 = 0.1017
initial_utilization_pct = 40.36
ios = 26
fp.dieW_um = 322.4
die_height_um = 322.4
num_rows = 117
chip_area_mm2 = 0.1039

[placed_design]
place_inst = 5431
place_hpwl_mm = 82.49
globalplace.congestion = 0.9495
io_buffer_count = 23
pre_cts_slack_ns = 1.482
placed_area_mm2 = 0.04314

[clock_tree]
cts-root-buf = "clkbuf_16"
cts_tree = "built"
clk_pin_slew_ns = 0.06
cts_buffers = 36
clockBufferDepth = 3
clk_latency_ns = 0.57
ctsHoldBuffers = 0
cts_resized = 0
cts_setup_buffers = 0
h-tree-depth = 2

[pwr]
leakage_uw = 0.02233
power_density_mw_per_mm2 = 74.64
vdd_drop_max_mv = 0.1491

[job]
drv_cap = 0
warnings = 47

[layout]
syn_to_final_growth_pct = 7.785
logic_area_mm2 = 0.02725
regArea_mm2 = 0.01051
drive_gt1_share_pct = 4.266
finalInstanceArea_mm2 = 0.04426
num-fill-cells = 9543
final_cells = 5496

[hold_path]
hold_path.class = "flop to flop"
min_path_cells = 1

[run_status]
status = "finished clean"
==> logic make-up (layout without fill, tap and decap cells) <==
group / after synthesis / in the layout / synth area share, %
AND-OR/OR-AND: 143 / 143 / 2.368
XOR/XNOR: 473 / 473 / 10.39
AND/OR/NAND/NOR: 1283 / 1283 / 15.56
other: 1 / 7 / 0.009132
adder cells (fa/ha/maj): 951 / 951 / 37.53
flip-flops: 359 / 359 / 25.59
buffers and inverters: 889 / 899 / 8.169
multiplexers: 13 / 13 / 0.3870
==> metal layers <==
metal	GRT usage, %	share of wire, %	wire (um)
met2	33.22	42	47260
met3	11.44	12	13530
met4	6.624	3.6	4076
met1	34.40	42	47020
met5	0.3704	0.038	42
==> worst register-to-register path, cell delays in order, from the launching register on <==
cell and delay [ns]:
edfxtp_1 0.94, nand2_1 0.19, fa_1 0.59, fa_1 0.44, fa_1 0.57, fa_1 0.45, fa_1 0.60, fa_1 0.47
fa_1 0.51, inv_1 0.05, ha_1 0.31, a21o_1 0.19, a21oi_1 0.42, xnor2_1 0.15, xnor2_1 0.16, xnor2_1 0.51
==> worst min path at each step <==
stage / startpoint / end / slack (ns)
6_report: generatorInst.txCounter[0]$_SDFF_PN0_ / generatorInst.txCounter[0]$_SDFF_PN0_ / 0.47
4_1_cts: generatorInst.txCounter[0]$_SDFF_PN0_ / generatorInst.txCounter[0]$_SDFF_PN0_ / 0.47
5_1_grt: generatorInst.rxCounter[0]$_SDFF_PN0_ / generatorInst.rxCounter[0]$_SDFF_PN0_ / 0.49
==> cells in the final DEF, fill, tap and decap left out, types with 26 or more instances in the layout <==
cell type and count:
inv_1 710, nand2_1 558, and2_1 496, ha_1 481, fa_1 468, xnor2_1 383, edfxtp_1 332, buf_4 103
nor2_1 97, xor2_1 81, a21oi_1 40, clkbuf_16 36, dfxtp_1 27, nor3_1 26
==> flip-flops by register name, summed over array words and instances, names as in the netlist, 9 cells and up <==
signal	count
delay_counter	33
generatorInst.rxCounter	9
matrix_R	72
index	9
matrix_B	72
generatorInst.txCounter	13
tx_count	9
matrix_A	72
==> area by class of cell <==
cell class | instances | share of cell area [%]
repair buffers | 126 | 2.267
multi-input cells | 2868 | 61.57
well taps | 1368 | 3.867
diodes | 2 | 0.01131
inverters | 710 | 6.021
clock buffers | 44 | 2.126
clock inverters | 19 | 0.3901
flip-flops and latches | 359 | 23.75
==> stage by stage <==
| step | power (uW) | utilization, % | hold slack [ns] |
|---|---|---|---|
| 2_1_floorplan | 1762 | - | 0.4297 |
| 3_3_place_gp | 1762 | 42.40 | 0.4458 |
| 3_5_place_dp | 1762 | 42.40 | 0.4543 |
| 4_1_cts | 3341 | 43.50 | 0.4662 |
| 5_1_grt | 3398 | 43.50 | 0.4934 |
| 6_report | 3304 | 43.50 | 0.4665 |
==> report_power, final <==
part           internal, uW  switching [uW]  leakage, uW
Sequential             1730               0      0.00318
Clock                   896             679     0.000550
Combinational         0.412           0.279       0.0186
Total                  2620             680       0.0223
Power and IR drop assume default switching activity.
