$ cat /design/flow/config.mk
export PLATFORM = sky130hd
export DESIGN_NAME = Uart8_Matrix10
export DESIGN_NICKNAME = Uart8_Matrix10
export VERILOG_FILES = /design/flow/design.v
export SDC_FILE = /design/flow/constraint.sdc
export NUM_CORES = 4
export LEC_CHECK = 1
export CORE_UTILIZATION = 30
$ cat /design/flow/constraint.sdc
current_design Uart8_Matrix10

set clk_period 31.6
set clk_io_pct 0.2

create_clock -name clk0 -period $clk_period [get_ports {clk}]

set non_clock_inputs [all_inputs -no_clocks]
set_input_delay [expr $clk_period * $clk_io_pct] -clock clk0 $non_clock_inputs
set_output_delay [expr $clk_period * $clk_io_pct] -clock clk0 [all_outputs]
$ cat /design/flow/design.v
`timescale 1ns / 1ps
module Uart8Transmitter (
    input  wire       clk,    
    input  wire       en,
    input  wire       start,  
    input  wire [7:0] in,     
    output reg        out,    
    output reg        done,   
    output reg        busy    
);
    reg [2:0] state  = 3'b001;
    reg [7:0] data   = 8'b0;  
    reg [2:0] bitIdx = 3'b0;  
    always @(posedge clk) begin
        case (state)
            default     : state <= 3'b010;
            3'b010       : begin
                out     <= 1'b1;  
                done    <= 1'b0;
                busy    <= 1'b0;
                bitIdx  <= 3'b0;
                data    <= 8'b0;
                if (start) begin
                    data    <= in & 8'b11111111;  
                    state   <= 3'b011;
                    busy    <= 1'b1;
                end
            end
            3'b011  : begin
                out     <= 1'b0;  
                state   <= 3'b100;
            end
            3'b100  : begin  
                out     <= data[bitIdx];
                if (bitIdx == 3'd7) begin
                    bitIdx  <= 3'b0;
                    state   <= 3'b101;
                end else begin
                    bitIdx  <= bitIdx + 1'b1;
                end
            end
            3'b101   : begin  
                out     <= 1'b1;
                done    <= 1'b1;
                busy    <= 1'b0;
                state   <= 3'b010;
            end
        endcase
    end
endmodule
`timescale 1ns / 1ps
module Uart8_Matrix10 #(
    parameter CLOCK_RATE = 100000000,
    parameter BAUD_RATE = 9600,
    parameter MAX_SIZE = 10   
)(
    input wire clk,
    input wire rx,
    input wire rxEn,
    output wire [7:0] out,
    output wire rxDone,
    output wire rxBusy,
    output wire rxErr,
    output wire tx,
    input wire txEn,
    output wire txDone,
    output wire txBusy,
    output reg [7:0] led
);
    wire rxClk, txClk;
    reg [7:0] in = 8'd0;
    reg txStart;
    reg [7:0] matrix_A [0:99];
    reg [7:0] matrix_B [0:99];
    reg [15:0] matrix_R [0:99];
    reg [7:0] matrix_size = 10;   
    reg [7:0] total_elements = 100;   
    reg [99:0] index = 0;
    reg [2:0] state = 3'd0;
    reg [32:0] delay_counter = 0;
    reg [99:0] tx_count = 0;
    reg [7:0] i = 0, j = 0, k = 0;
    reg [15:0] temp_sum;
    reg prev_rxDone = 0;
    always @(posedge clk) begin
        prev_rxDone <= rxDone;
    end
    wire rxDoneEdge = rxDone & ~prev_rxDone;
    BaudRateGenerator #(
        .CLOCK_RATE(CLOCK_RATE),
        .BAUD_RATE(BAUD_RATE)
    ) generatorInst (
        .clk(clk),
        .rxClk(rxClk),
        .txClk(txClk)
    );
    Uart8Receiver rxInst (
        .clk(rxClk),
        .en(1'b1),
        .in(rx),
        .out(out),
        .done(rxDone),
        .busy(rxBusy),
        .err(rxErr)
    );
    Uart8Transmitter txInst (
        .clk(txClk),
        .en(txEn),
        .start(txStart),
        .in(in),
        .out(tx),
        .done(txDone),
        .busy(txBusy)
    );
    always @(posedge clk) begin
        case (state)
             3'd0: begin  
                if (rxDoneEdge) begin
                    matrix_A[index] <= out;
                    led <= out;
                    if (index == total_elements - 1) begin
                        state <= 3'd1;
                        index <= 0;
                    end else begin
                        index <= index + 1;
                    end
                end
            end
            3'd1: begin  
                if (rxDoneEdge) begin
                    matrix_B[index] <= out;
                    led <= out;
                    if (index == total_elements - 1) begin
                        state <= 3'd2;
                        i <= 0;
                        j <= 0;
                        k <= 0;
                    end else begin
                        index <= index + 1;
                    end
                end
            end
            3'd2: begin  
                temp_sum = (k == 0) ? 0 : matrix_R[i * matrix_size + j];
                matrix_R[i * matrix_size + j] <= temp_sum + 
                    (matrix_A[i * matrix_size + k] * matrix_B[k * matrix_size + j]);
                if (k == matrix_size - 1) begin
                    k <= 0;
                    if (j == matrix_size - 1) begin
                        j <= 0;
                        if (i == matrix_size - 1) begin
                            state <= 3'd3;
                            tx_count <= 0;
                            delay_counter <= 32'd12500;  
                        end else begin
                            i <= i + 1;
                        end
                    end else begin
                        j <= j + 1;
                    end
                end else begin
                    k <= k + 1;
                end
            end
            3'd3: begin  
                if (delay_counter > 0) begin
                    delay_counter <= delay_counter - 1;
                    txStart <= 1'b0;
                end else if (tx_count < total_elements) begin
                    if (!txBusy) begin
                        in <= matrix_R[tx_count];
                        txStart <= 1'b1;
                        if (txDone) begin
                            tx_count <= tx_count + 1;
                            delay_counter <= 32'd12500;  
                            txStart <= 1'b0;
                        end
                    end
                end else begin
                    state <= 3'd0;
                    matrix_size <= 0;
                    total_elements <= 0;
                end
            end
        endcase
    end
endmodule
`timescale 1ns / 1ps
module BaudRateGenerator  #(
    parameter CLOCK_RATE = 100000000,  
    parameter BAUD_RATE = 9600
)(
    input wire clk,  
    output reg rxClk,  
    output reg txClk  
);
parameter MAX_RATE_RX = CLOCK_RATE / (2 * BAUD_RATE * 16);  
parameter MAX_RATE_TX = CLOCK_RATE / (2 * BAUD_RATE);
parameter RX_CNT_WIDTH = $clog2(MAX_RATE_RX);
parameter TX_CNT_WIDTH = $clog2(MAX_RATE_TX);
reg [RX_CNT_WIDTH - 1:0] rxCounter = 0;
reg [TX_CNT_WIDTH - 1:0] txCounter = 0;
initial begin
    rxClk = 1'b0;
    txClk = 1'b0;
end
always @(posedge clk) begin
    if (rxCounter == MAX_RATE_RX[RX_CNT_WIDTH-1:0]) begin
        rxCounter <= 0;
        rxClk <= ~rxClk;
    end else begin
        rxCounter <= rxCounter + 1'b1;
    end
    if (txCounter == MAX_RATE_TX[TX_CNT_WIDTH-1:0]) begin
        txCounter <= 0;
        txClk <= ~txClk;
    end else begin
        txCounter <= txCounter + 1'b1;
    end
end
endmodule
`timescale 1ns / 1ps
module Uart8Receiver (
    input  wire       clk,   
    input  wire       en,
    input  wire       in,    
    output reg  [7:0] out,   
    output reg        done,  
    output reg        busy,  
    output reg        err    
);
    localparam [1:0] RESET = 2'b00;
    localparam [1:0] IDLE = 2'b01;
    localparam [1:0] DATA_BITS = 2'b10;
    localparam [1:0] STOP_BIT = 2'b11;
    reg [1:0] state;
    reg [2:0] bitIdx;
    reg [2:0] inputSw;   
    reg [3:0] clockCount;
    reg [7:0] receivedData;
    wire sampledBit = (inputSw[2] & inputSw[1]) | 
                     (inputSw[1] & inputSw[0]) | 
                     (inputSw[2] & inputSw[0]);
    initial begin
        state <= RESET;
        bitIdx <= 0;
        inputSw <= 3'b111;   
        clockCount <= 0;
        receivedData <= 0;
        out <= 0;
        err <= 0;
        done <= 0;
        busy <= 0;
    end
    always @(posedge clk) begin
        inputSw <= {inputSw[1:0], in};
        if (done) done <= 1'b0;
        if (!en) begin
            state <= RESET;
        end else begin
            case (state)
                RESET: begin
                    state <= IDLE;
                    out <= 8'b0;
                    err <= 1'b0;
                    done <= 1'b0;
                    busy <= 1'b0;
                    bitIdx <= 3'b0;
                    clockCount <= 4'b0;
                    receivedData <= 8'b0;
                end
                IDLE: begin
                    if (!sampledBit) begin   
                        if (clockCount == 4'h7) begin   
                            if (!sampledBit) begin   
                                state <= DATA_BITS;
                                busy <= 1'b1;
                                clockCount <= 4'b0;
                                bitIdx <= 3'b0;
                            end else begin
                                state <= IDLE;
                            end
                        end else begin
                            clockCount <= clockCount + 4'b1;
                        end
                    end else begin
                        clockCount <= 4'b0;
                    end
                end
                DATA_BITS: begin
                    if (clockCount == 4'hF) begin   
                        receivedData[bitIdx] <= sampledBit;
                        clockCount <= 4'b0;
                        if (bitIdx == 3'h7) begin
                            state <= STOP_BIT;
                        end else begin
                            bitIdx <= bitIdx + 3'b1;
                        end
                    end else begin
                        clockCount <= clockCount + 4'b1;
                    end
                end
                STOP_BIT: begin
                    if (clockCount == 4'hF) begin
                        if (sampledBit) begin   
                            state <= IDLE;
                            done <= 1'b1;
                            busy <= 1'b0;
                            out <= receivedData;
                        end else begin
                            state <= IDLE;
                            err <= 1'b1;
                        end
                        clockCount <= 4'b0;
                    end else begin
                        clockCount <= clockCount + 4'b1;
                    end
                end
                default: state <= IDLE;
            endcase
        end
    end
endmodule
$ cat /design/flow/run.sh
#!/bin/bash
# OpenROAD 26Q1-2900-gdf79404cd8, Yosys 0.63+post, stock flow scripts
make -C /OpenROAD-flow-scripts/flow DESIGN_CONFIG=/design/flow/config.mk WORK_HOME=/design/flow/orfs finish
==> run summary <==
The following summarizes the physical implementation.

Logic synthesis
The commonest register cell is sky130_fd_sc_hd__edfxtp_1. The synthesized netlist has a Yosys-reported chip area of around 120000 um^2. The sequential cell area fraction in the yosys report is 69.7%. Counting distinct cell types in the post-synthesis netlist gives 87. The post-synthesis async set-or-reset flop share is 0%. The yosys warning tally is 4.

After synthesis the cells add up to 118000 um^2. After synthesis, the design contains around 6700 cells according to Yosys. The total of flip-flops plus latches after synthesis is about 2800. In this run, synthesis inferred about 2700 flip-flops with an integrated enable.

A synthesized cell averages 17.8 um^2. The synthesized instance count is 6653.

Global route
The number of antenna violations at the first check in global routing came to 5. The via count of the first global-routing pass is roughly 70000. The total routing usage reported by global routing is between 10% and 20%. For this run the aggregate overflow at the end of global routing stands at 0. The largest net degree at the start of global routing is approximately 150. The wire length of the first global-routing pass is 444 mm.

Clocking
The clock H-tree reported by CTS has 5 levels. The tree is rooted in a sky130_fd_sc_hd__clkbuf_16. In this run, post-CTS hold repair placed 0 buffers. The total of cells resized after clock tree synthesis is 0. TritonCTS built the clock tree. Per the TritonCTS log, the buffer count is 281. The post-CTS repair timing setup buffer count is 0. The deepest clock path buffer count is 4. For the worst-skew pair, the clock arrives at the later sink with an insertion delay of 870 ps.

The clock slew seen by the registers of the worst setup and hold paths is 60 ps.

Worst setup path
The endpoint identified for the worst register-to-register timing path is matrix_R[8][7]. At the worst endpoint, the required time is between 30000 and 40000 ps. The delay of the slowest cell on the worst path is 690 ps. The worst setup path category is register to register. The worst setup path is captured at a register. The cell repeated most along the worst path is sky130_fd_sc_hd__buf_4. Per the timing report, the biggest fanout along the worst path comes to a little under 100. The startpoint class of the critical path is a register. The data arrival time at the worst-slack endpoint is around 11000 ps. The startpoint of the worst-slack reg-to-reg timing path is total_elements[5]. The reg2reg setup slack is 21080 ps. The cell type of the slowest stage on the worst timing path is sky130_fd_sc_hd__nor4_1. The worst setup path endpoint is matrix_R[8][7].

In this run the worst setup path begins at total_elements[5]. Logic depth along the worst register-to-register path is recorded as 28.

Place
The count of buffers added on input and output ports is 23. The global placement routability congestion is approximately 0.87. The total cell area at the placement stage is 126000 um^2. The estimated wirelength of the detail-placed design is approximately 180 mm.

STA
Setup repair after global routing left no endpoint under its margin. For this run, the top clock speed supported by timing is between 0.09 and 0.1 GHz. Per the final report, max-transition violations number 0. The final-report setup violation count is 0. The final timing report lists a hold violation count of 0. The slew of the pin with the lowest slew margin is roughly 1100 ps. Per the slew report, the remaining headroom to the max-slew limit stands at between 20% and 30%. The post-layout minimum cycle time is 10520 ps. The post-route clock skew is 56.1 ps.

around 1700 endpoints have no timing constraint. The final critical-path share of the clock period is about 33%. The number of register pins that no clock reaches is 48. The final setup TNS is 0 ps.

Floorplanning
Before placement the cells fill ~30% of the core. The row count is between 200 and 250. For this design the top-level I/O count stands at 26. The vertical die dimension reported for this design is between 600 and 700 um. The chip footprint is between 300000 and 400000 um^2. In this run the standard cell core region covers around 390000 um^2. The floorplan step set the die width to 629 um.

Power and ir drop
In this run the VDD rail shows a maximum IR drop of ~0.039 mV. The leakage component of the power was reported as 38.2 nW. The flow reported a cell area power density of 52.7 nW/um^2. The completed layout was analyzed and its total power is about 7.1 mW.

Route
Across all layers, the routed design uses between 60000 and 70000 vias. The routed length per placed instance is 24.1 um. The number of vias per cell after detailed routing is a little over 5. The detailed-router iteration count before antenna repair is 5. The wire length recorded after detailed routing is 297 mm. The violation count after the first detailed-routing iteration is between 4000 and 5000.

The post-detailed-route DRC marker count is 0. Per the post-route antenna check, the number of violating nets is 0.

Layout
The proportion of layout cells with a drive suffix above 1 is between 20% and 30%. The area taken by sequential standard cells is reported as just over 80000 um^2. Per the run report, area growth between synthesis and finish was 14.0%.

In the layout the commonest cells are 2723 x sky130_fd_sc_hd__edfxtp_1, 755 x sky130_fd_sc_hd__mux4_2, 561 x sky130_fd_sc_hd__nor2_1, 312 x sky130_fd_sc_hd__o22ai_1, 287 x sky130_fd_sc_hd__clkbuf_16. The combinational gate area is 34100 um^2. The most frequently placed logic cell in the final layout is sky130_fd_sc_hd__edfxtp_1. The layout stage reports a final design area of between 100000 and 150000 um^2. The filler cells instantiated in the layout total approximately 36000.

Run status
The run finished with clean final reports.

Flow run
The report counts max-capacitance violations totalling 0. The number of warnings the tools reported is approximately 52.

Min path
The class of the tightest hold or removal check is register to register. Along the worst hold path, the cell count comes to 1. The hold path startpoint is generatorInst.rxCounter[0].
## state kept, by name, indices dropped and copies added (netlist names), 4 cells and up
signal	count
matrix_A	800
matrix_B	800
matrix_R	800
index	100
tx_count	100
delay_counter	33
generatorInst.txCounter	13
generatorInst.rxCounter	9
i	8
in	8
j	8
k	8
led	8
rxInst.out	8
rxInst.receivedData	8
txInst.data	8
rxInst.clockCount	4
## synthesized netlist by cell type (all sizes together) (35+ instances only)
master  count  area (um^2)
and3       53          332
a21oi      41          205
mux2i      79          791
o22ai     312         1950
inv        99          372
nand4      37          231
or3        36          235
xnor2     173         1520
buf       141          761
and2      119          744
nor2      563         2120
mux2       35          394
edfxtp   2723        81800
mux4      755        17000
a211oi     44          330
nor3       53          265
xor2      102          901
nand3     154          771
nand2     276         1040
o21ai      76          380
nor4      127          831
clkbuf    230          863
ha         80         1000
## worst max-delay path: cells and delay by family, from the launching register on
kind | cells | cell delay (ps)
compound gates | 6 | 1370
flops | 1 | 370
fa+ha+maj | 8 | 3050
xor+xnor | 5 | 1170
simple gates | 3 | 1750
buf+inv | 6 | 2270
## layer usage
layer  global-route usage (%)  vias up  part of all wire (%)
li1                         -    27500                     -
met1                     18.3    31800                    34
met2                     23.9     3791                    46
met3                     11.7      586                    16
met4                     4.11       14                   3.3
met5                     1.07        -                  0.18
## area by class of cell
class                           count  area share, %
Sequential cell                  2750           61.1
Timing Repair Buffer              310           1.85
Tap cell                         5220           4.85
Inverter                          101          0.282
Multi-Input combinational cell   3431           25.3
Clock inverter                    156           1.06
Antenna cell                        3        0.00558
Clock buffer                      338           5.48
## stage by stage
step | instances | utilization, % | hold slack, ps | setup WS [ps]
global route | 12300 | 34.3 | 514 | 20490
finish | 12300 | 34.3 | 484 | 21080
global placement | 11800 | 32.1 | 445 | 21140
floorplan | 6653 | - | 430 | 20190
detailed placement | 11800 | 32.1 | 459 | 21110
CTS | 12300 | 34.3 | 486 | 21030
## power by group
group          leakage, nW  switching, mW  internal (mW)  total, mW
Clock                 4.29           1.36           1.85       3.21
Combinational         12.9      0.0000246       0.000106   0.000143
Sequential            20.9              0           3.88       3.88
## logic make-up (layout without fill, tap and decap cells)
group / after synthesis / after routing / share of synthesized area (%)
flops: 2750 / 2750 / 69.7
simple gates: 1546 / 1546 / 6.35
mux: 869 / 869 / 15.4
compound gates: 635 / 635 / 3.54
buf+inv: 472 / 905 / 1.70
xor+xnor: 279 / 279 / 2.13
fa+ha+maj: 101 / 101 / 1.19
other cells: 1 / 4 / 0.00317
## how the worst min path moves through the flow
stage,to,slack [ps]
4_1_cts,generatorInst.rxCounter[0],490
6_report,generatorInst.rxCounter[0],480
5_1_grt,generatorInst.rxCounter[0],510
Power figures rest on the tool's default switching activity, not on a simulated workload.
